--- flow/constraint.sdc ---
current_design formula

set clk_period 10.8
set clk_io_pct 0.2

create_clock -name clk0 -period $clk_period [get_ports {clk}]

set non_clock_inputs [all_inputs -no_clocks]
set_input_delay [expr $clk_period * $clk_io_pct] -clock clk0 $non_clock_inputs
set_output_delay [expr $clk_period * $clk_io_pct] -clock clk0 [all_outputs]
--- flow/run.sh ---
#!/bin/bash
# OpenROAD 26Q1-2900-gdf79404cd8, Yosys 0.63+post, stock flow scripts
make -C /OpenROAD-flow-scripts/flow DESIGN_CONFIG=/design/flow/config.mk WORK_HOME=/design/flow/orfs finish
--- flow/config.mk ---
export PLATFORM = sky130hd
export DESIGN_NAME = formula
export DESIGN_NICKNAME = formula
export VERILOG_FILES = /design/flow/design.v
export SDC_FILE = /design/flow/constraint.sdc
export NUM_CORES = 4
export LEC_CHECK = 1
export CORE_UTILIZATION = 40
--- flow/design.v ---
module formula # (
	parameter LEN = 8
) (
	input                         clk,
	input                         rst,
	input  signed [    LEN - 1:0] a,
	input  signed [    LEN - 1:0] b,
	input  signed [    LEN - 1:0] c,
	input  signed [    LEN - 1:0] d,
	input                         input_vld,
	output signed [3 * LEN - 1:0] res,
	output                        res_overflow,
	output                        output_vld
);
	localparam logic [2 * LEN - 1:0] CONST1 = 1;
	localparam logic [3 * LEN - 1:0] CONST2 = 2;
	localparam logic [    LEN - 1:0] CONST3 = 3;
	localparam logic [    LEN - 1:0] CONST4 = 4;
	logic signed [    LEN    :0] sub_st1;             
	logic signed [2 * LEN - 1:0] mul1_st1, mul2_st1;  
	logic signed [2 * LEN    :0] sum_st2;             
	logic signed [3 * LEN - 1:0] mul2_st3;            
   logic signed [3 * LEN    :0] sub_st4;             
	logic signed [3 * LEN - 1:0] div_st5;             
	logic signed [    LEN - 1:0] sub_st1_reg;
	logic signed [2 * LEN - 1:0] mul1_st1_reg, mul2_st1_reg;
	logic signed [    LEN - 1:0] sub_st2_reg;
	logic signed [2 * LEN - 1:0] mul_st2_reg, sum_st2_reg;  
	logic signed [2 * LEN - 1:0] mul1_st3_reg;
	logic signed [3 * LEN - 1:0] mul2_st3_reg;               
	logic signed [3 * LEN - 1:0] sub_st4_reg;                              
	logic signed [3 * LEN - 1:0] div_st5_reg;   
	logic                    vld_st1, vld_st2, vld_st3, vld_st4, vld_st5;
	logic                    overflow_st1, overflow_st2, overflow_st3, overflow_st4, overflow_st5;	
	always_ff @ (posedge clk or posedge rst)
		if (rst) begin
			vld_st1 <= '0;
			vld_st2 <= '0;
			vld_st3 <= '0;
			vld_st4 <= '0;
			vld_st5 <= '0;
		end
		else begin
			vld_st1 <= input_vld;
			vld_st2 <= vld_st1;
			vld_st3 <= vld_st2;
			vld_st4 <= vld_st3;
			vld_st5 <= vld_st4;
		end
	assign sub_st1  = $signed(a) - $signed(b);
	assign mul1_st1 = $signed(CONST3) * $signed(c);
	assign mul2_st1 = $signed(CONST4) * $signed(d);
	always_ff @ (posedge clk or posedge rst)
		if (rst) begin
			sub_st1_reg  <= '0;
			mul1_st1_reg <= '0;
			mul2_st1_reg <= '0;
		end
		else if (input_vld) begin
			sub_st1_reg  <= sub_st1[LEN - 1:0];
			mul1_st1_reg <= mul1_st1;
			mul2_st1_reg <= mul2_st1;
		end
	always_ff @ (posedge clk or posedge rst)
		if (rst)
			overflow_st1 <= '0;
		else if (input_vld)
			overflow_st1 <= (sub_st1[LEN] ^ sub_st1[LEN - 1]    )  ||
								 (c[LEN - 1]   ^ mul1_st1[2 * LEN - 1]) ||
								 (d[LEN - 1]   ^ mul2_st1[2 * LEN - 1]);
	assign sum_st2 = CONST1 + $signed(mul1_st1_reg);
	always_ff @ (posedge clk or posedge rst)
		if (rst) begin
			sub_st2_reg <= '0;
			mul_st2_reg <= '0;
			sum_st2_reg <= '0;
		end
		else if (vld_st1 && ~overflow_st1) begin
			sub_st2_reg <= sub_st1_reg;
			mul_st2_reg <= mul2_st1_reg;
			sum_st2_reg <= sum_st2[2 * LEN - 1:0];
		end
	always_ff @ (posedge clk or posedge rst)
		if (rst)
			overflow_st2 <= '0;
		else if (vld_st1)
			overflow_st2 <= overflow_st1 || 
								 (sum_st2[2 * LEN] ^ sum_st2[2 * LEN - 1]);
	assign mul2_st3 = $signed(sub_st2_reg) * $signed(sum_st2_reg);
	always_ff @ (posedge clk or posedge rst)
		if (rst) begin
			mul1_st3_reg <= '0;
			mul2_st3_reg <= '0;
		end
		else if (vld_st2 && ~overflow_st2) begin
			mul1_st3_reg <= mul_st2_reg;
			mul2_st3_reg <= mul2_st3;
		end
	always_ff @ (posedge clk or posedge rst)
		if (rst)
			overflow_st3 <= '0;
		else if (vld_st2)
			overflow_st3 <= overflow_st2 || 
								 ((sub_st2_reg[LEN - 1] == sum_st2_reg[2 * LEN - 1]) && (mul2_st3[3 * LEN - 1] ^ sub_st2_reg[LEN - 1]));
	assign sub_st4 = $signed(mul2_st3_reg) - $signed(mul1_st3_reg);
	always_ff @ (posedge clk or posedge rst)
		if (rst) begin
			sub_st4_reg <= '0;
		end
		else if (vld_st3 && ~overflow_st3) begin
			sub_st4_reg <= sub_st4[3 * LEN - 1:0];
		end
	always_ff @ (posedge clk or posedge rst)
		if (rst)
			overflow_st4 <= '0;
		else if (vld_st3)
			overflow_st4 <= overflow_st3 ||
								 (sub_st4[3 * LEN] ^ sub_st4[3 * LEN - 1]);
	assign div_st5 = $signed(sub_st4_reg) / $signed(CONST2);
	always_ff @ (posedge clk or posedge rst)
		if (rst) begin
			div_st5_reg <= '0;
		end
		else if (vld_st4 && ~overflow_st4) begin
			div_st5_reg <= div_st5;
		end
	always_ff @ (posedge clk or posedge rst)
		if (rst)
			overflow_st5 <= '0;
		else if (vld_st4)
			overflow_st5 <= overflow_st4;
	assign output_vld   = vld_st5;
	assign res          = div_st5_reg;
	assign res_overflow = overflow_st5;
endmodule
==> metrics.csv <==
metric;value;unit
status;completed;
area_delta_synth_final;13.3;%
vias;8530;
numCtsBuffers;17;
insertion_delay;0.42;ns
ff2ff_path_depth;17;
routed_via_density;4.77;
syn_area;12300;sq um
logic_family;adder cells;
finalCriticalPeriod;5.28;ns
drive_gt1_frac;0.0551;
cts-root-buf;clkbuf_16;
layoutNonFillerInstCount;1787;
worstSetupPathType;reg -> reg;
place_congestion;0.838;
die_w;177;microns
dp.cells;1755;
die_h;177;microns
n_fill_cell;2834;
yosysWarnings;1;
wl_per_cell;12.6;microns
cap_viol_max_count;0;
synth-edff-count;0;
xor_area_frac;0.0497;
finalSetupTns;0;ns
wl;22.5;mm
cts_hold_buf;0;
antenna_found_initial;0;
cts_resized;0;
rsz0062_at_grt;false;
relSlewSlack;0.426;
grt_first_pass_wirelength;41.0;mm
clock-sinks;149;
async_reset_ff_frac;1.00;
ys_cells;1336;
first_pass_iters;7;
ys_seq_frac;0.303;
grt_use_total;0.165;
fin_crit_sh;0.489;
ys_chip_area;12300;sq um
whs_path_depth;0;
core;30000;sq um
critPathLaunchType;register;
clk_pin_slew;0.07;ns
syn_inst;1336;
post_cts_buffers;0;
clock-skew-final;0.00900;ns
dp_hpwl;17.7;mm
diodes;0;
setup_violations;0;
slew_violations;0;
critical_path_required;11.11;ns
synth_cell_types;68;
hold_class;reg -> reg;
num_io_pins;61;
overflow;0;
crit_path_end_kind;register;
synth.area.mux_share;0.0173;
antenna_left;0;
clockBufferDepth;2;
fmaxAchievable;189;MHz
ys_sh_aoi;0.120;
ys_sh_adder;0.266;
synthFlopType;dfrtp_1;
hold_violations;0;
first_iter_violations;333;
synth-seq-cells;149;
htreeDepth;4;
grt_pass1_vias;8558;
chip_area;31400;sq um
num_rows;63;
drc_errors;0;
portBuffers;60;
cts_tree;yes;
tool_warnings;25;
critPathMaxFanout;15;
worst_slew_pin_slew;0.860;ns
critPathArrivalTime;5.60;ns
initial_utilization;0.410;
synth.avg_cell_area;9.20;sq um
grt_max_degree;57;
simple_gate_share;0.173;
==> metal layers <==
| metal | wire length, microns | share of wire | global-route usage |
|---|---|---|---|
| met4 | 199 | 0.0088 | 0.0139 |
| met1 | 11300 | 0.50 | 0.256 |
| met3 | 1030 | 0.046 | 0.0360 |
| met5 | 0 | 0 | 0 |
| met2 | 10000 | 0.44 | 0.256 |
==> Yosys cell counts (all sizes together), types with 3 or more instances <==
cell | n | area, sq um
buf | 7 | 36.3
a31oi | 3 | 18.8
clkbuf | 34 | 139
xnor2 | 37 | 343
o2111ai | 5 | 43.8
o21a | 14 | 105
o311ai | 4 | 35.0
o211ai | 9 | 72.6
and3 | 12 | 75.1
inv | 184 | 691
mux2 | 18 | 203
or2 | 4 | 25.0
a211oi | 7 | 52.6
or3 | 5 | 36.3
ha | 92 | 1150
and2 | 91 | 569
o21ai | 108 | 544
dfrtp | 149 | 3730
o21bai | 3 | 22.5
nand4 | 8 | 50.1
a21o | 20 | 153
nor3 | 14 | 75.1
o31ai | 13 | 103
nand3 | 25 | 125
fa | 106 | 2120
nor2 | 51 | 191
a21oi | 24 | 120
nor3b | 3 | 22.5
nor2b | 11 | 68.8
a21boi | 6 | 48.8
xor2 | 28 | 245
nand2b | 13 | 81.3
nand2 | 204 | 766
==> final timing paths <==
| kind | endpoint | slack [ns] | startpoint |
|---|---|---|---|
| setup / recovery | overflow_st3$_DFFE_PP0P_ | 5.52 | sub_st2_reg[7]$_DFFE_PP0P_ |
| hold / removal | vld_st5$_DFF_PP0_ | 0.41 | vld_st4$_DFF_PP0_ |
| setup reg to reg | overflow_st3$_DFFE_PP0P_ | 5.52 | sub_st2_reg[7]$_DFFE_PP0P_ |
| hold reg to reg | vld_st5$_DFF_PP0_ | 0.41 | vld_st4$_DFF_PP0_ |
| max in group asynchronous | sub_st2_reg[6]$_DFFE_PP0P_ | 6.98 | rst |
| min in group asynchronous | div_st5_reg[3]$_DFFE_PP0P_ | 2.10 | rst |
==> worst max-delay path, cell delays in order (launching register included) <==
cell and delay (ns):
dfrtp_1 0.48, inv_1 0.45, nor2_1 0.13, fa_1 0.52, fa_1 0.42, inv_1 0.08
fa_1 0.44, fa_1 0.54, inv_1 0.04, ha_1 0.35, a21o_1 0.23, a21o_1 0.20
a311o_1 0.38, o22ai_2 0.17, o21ai_1 0.13, a311oi_2 0.32, and3_1 0.22, nor3_2 0.05
==> metrics by stage <==
step	setup WS (ns)	cell area, sq um	util	hold slack (ns)
2_1_floorplan	4.63	12300	-	0.383
3_3_place_gp	5.56	13300	0.444	0.397
3_5_place_dp	5.48	13300	0.444	0.402
4_1_cts	5.47	13900	0.465	0.417
5_1_grt	5.16	13900	0.465	0.437
6_report	5.52	13900	0.465	0.414
==> cells in the final DEF, fill, tap and decap left out, drive strengths merged, types with 5 or more instances in the layout <==
cell / Yosys / final
o21a: 14 / 14
and2: 91 / 91
o21ai: 108 / 108
a21boi: 6 / 6
nand3: 25 / 25
nand2b: 13 / 13
o31ai: 13 / 13
clkbuf: 34 / 17
ha: 92 / 92
xor2: 28 / 28
o211ai: 9 / 9
o2111ai: 5 / 5
nand4: 8 / 8
clkinv: 1 / 7
a211oi: 7 / 7
buf: 7 / 10
or3: 5 / 5
nand2: 204 / 204
mux2: 18 / 18
fa: 106 / 106
nor2b: 11 / 11
nor3: 14 / 14
inv: 184 / 190
nor2: 51 / 51
dfrtp: 149 / 149
xnor2: 37 / 37
a21oi: 24 / 24
clkdlybuf4s50: 0 / 60
and3: 12 / 12
a21o: 20 / 20
==> cells by family (layout without fill, tap and decap cells) <==
kind of cell,count (synthesis),after routing
compound gates,232,232
xor+xnor,66,66
fa+ha+maj,198,198
buf+inv,226,287
flops,149,149
mux,19,19
simple gates,446,446
==> area by class of cell <==
type	count	area, sq um	share of cell area
Clock inverter	15	216	0.0155
Clock buffer	17	425	0.0305
Tap cell	390	488	0.0350
Multi-Input combinational cell	961	7690	0.552
Inverter	185	699	0.0502
Sequential cell	149	3730	0.268
Timing Repair Buffer	70	676	0.0485
